<file path="./design.v">
`timescale 1ns / 1ps
module Top(output[2:0] playerLED1,output[0:2]playerLED2,output[4:0]health_SEL,output[7:0]player_DATA,
input[5:0] player1,
input[5:0] player2,
input clock,
input reset
);
wire[1:0] player1_health;
wire[1:0] player2_health;
wire winner1;
wire winner2;
wire clkOUT;
wire clkBCD;
freqDivider2 fq2(clock,clkOUT);	 
freqDivider1 fq1(clock,clkBCD);  
bcd_seven BCD7(player1_health,player2_health,health_SEL,player_DATA,clkBCD);
gameLogic game1(playerLED1,playerLED2,player1,player2,clkOUT,reset,player1_position,player2_position,player1_health, player2_health,winner1,winner2);
endmodule
`timescale 1ns / 1ps
module bcd_seven(input [1:0] health1,input[1:0]health2,output reg[4:0] SEG_SEL,output reg[7:0] SEG_DATA,input clk);
	reg present = 1'b0;
	always@(posedge clk)begin
		case(present)
			1'b0: begin
				case(health2)
					2'b00: SEG_DATA = 8'b00111111;
					2'b01: SEG_DATA = 8'b00000110;
					2'b10: SEG_DATA = 8'b01011011;
					2'b11: SEG_DATA = 8'b01001111;
				endcase
				SEG_SEL = 5'b00001;
			end
			1'b1: begin
				case(health1)
					2'b00: SEG_DATA = 8'b00111111;
					2'b01: SEG_DATA = 8'b00000110;
					2'b10: SEG_DATA = 8'b01011011;
					2'b11: SEG_DATA = 8'b01001111;
				endcase
				SEG_SEL = 5'b01000;
			end
		endcase
		present = ~present;
	end
endmodule
`timescale 1ns / 1ps
module freqDivider1(clk_in,clk_out);
input clk_in;
output clk_out;
reg clk_out;
reg [25:0] counter = 0;
	always @(posedge clk_in)begin
		if(counter == 10000 - 1)
			begin 
				counter <= 0;
				clk_out <= ~clk_out;
			end
		else
			begin
				counter <= counter + 1;
			end
	end
endmodule
`timescale 1ns / 1ps
module freqDivider2(clk_in,clk_out);
input clk_in;
output clk_out;
reg clk_out;
reg [25:0] counter = 0;
	always @(posedge clk_in)begin
		if(counter == 40000000 - 1)
			begin 
				counter <= 0;
				clk_out <= ~clk_out;
			end
		else
			begin
				counter <= counter + 1;
			end
	end
endmodule
`timescale 1ps/1ps
module gameLogic(
	playerLED1,
	playerLED2,
	player1,
	player2,
	clock,
	reset,
	player1_position,
	player2_position,
	player1_health, 
	player2_health,
	winner1,
	winner2
);
output reg[2:0] playerLED1;  
output reg[0:2] playerLED2;  
input[5:0] player1;	 
input[5:0] player2;  
input clock;
input reset;
output reg[2:0] player1_position;  
output reg[2:0] player2_position;   
output reg[1:0] player1_health, player2_health;  
output reg winner1; 
output reg winner2;  
reg [5:0] current_player1 , current_player2;
reg[5:0] last_player1, last_player2;
parameter Wait =6'b100000 , Move_Left = 6'b010000 , Move_Right = 6'b001000 , Jump = 6'b000100 , Punch = 6'b000010 , Kick = 6'b000001;
initial begin
    player1_position= 0; 
    player2_position = 5;
    player1_health = 3;
    player2_health = 3;
    current_player1 = Wait;
    current_player2 = Wait;
    last_player1 = Wait;
    last_player2 = Wait;
    winner1 = 0;
    winner2 = 0;
end
always @(posedge clock) begin
    if (reset) begin
        player1_health = 3;
        player2_health = 3;
        player1_position = 0;
        player2_position = 5;
        current_player1 = Wait;
        current_player2 = Wait;
        last_player1 = Wait;
        last_player2 = Wait;
    end
    else begin
        current_player1 = player1;
        current_player2 = player2; 
    end 
    if (current_player1 == Move_Left && player1_position > 0) 
        player1_position = player1_position - 1;  
    else if (current_player1 == Move_Right && player1_position < 2 ) 
        player1_position = player1_position + 1;
    if(current_player2 == Move_Left && player2_position > 3)
        player2_position = player2_position - 1; 
    else if(current_player2 == Move_Right && player2_position < 5)
        player2_position = player2_position + 1;
    if (player2_position - player1_position == 1 && current_player1 != Move_Left && current_player2 != Move_Right) begin
        if(current_player1 == Punch && current_player2 != Jump && current_player2 != Punch) player2_health = player2_health - 2;
        else if(current_player2 == Punch && current_player1 != Jump && current_player1 != Punch) player1_health = player1_health - 2;
        else if(current_player1 == Kick && current_player2 != Jump && current_player2 != Kick && current_player2 != Punch) player2_health = player2_health -1;
        else if(current_player2 == Kick && current_player1 != Jump && current_player1 != Kick && current_player1 != Punch) player1_health = player1_health -1;
        else if(current_player1 == Punch && current_player2 == Punch)begin
            player1_position = player1_position - 1 ;
            player2_position = player2_position + 1;
        end
        else if(current_player1 == Kick && current_player2 == Kick)begin
            player1_position = player1_position - 1 ;
            player2_position = player2_position + 1;
        end
    end
    if (player2_position - player1_position == 2 && current_player1 != Move_Left && current_player2 != Move_Right) begin
        if (current_player1 == Kick && current_player2 != Kick && current_player2 != Jump) player2_health = player2_health - 1;
        else if(current_player2 == Kick && current_player1 != Kick && current_player1 != Jump) player1_health = player1_health - 1;
	         else if(current_player1 == Kick && current_player2 == Kick) begin
            player1_position = player1_position - 1;
            player2_position = player2_position + 1;
        end
    end
    if(current_player1 == Wait && last_player1 == Wait)begin
        if(player1_health < 3) player1_health = player1_health + 1;
    end
    last_player1 = current_player1;
    if(current_player2 == Wait && last_player2 == Wait)begin
        if(player2_health < 3)player2_health = player2_health + 1;
    end
    last_player2 = current_player2;
end
	always @(posedge clock) begin
		 if(player1_health == 0 && player2_health != 0) winner2 = winner2 + 1;
		 else if(player2_health == 0 && player1_health != 0) winner1 = winner1 + 1;
	end
	always@(player1_position) begin
		if(player1_position == 0)playerLED1 = 3'b100;
		else if(player1_position == 1)playerLED1 = 3'b010;
		else if(player1_position == 2)playerLED1 = 3'b001;
	end
	always@(player2_position) begin
		if(player2_position == 5)playerLED2 = 3'b001;
		else if(player2_position == 4)playerLED2 = 3'b010;
		else if(player2_position == 3)playerLED2 = 3'b100;
	end
endmodule
</file>
<file path="./run.sh">
#!/bin/bash
# OpenROAD 26Q1-2900-gdf79404cd8, Yosys 0.63+post, stock flow scripts
make -C /OpenROAD-flow-scripts/flow DESIGN_CONFIG=/design/flow/config.mk WORK_HOME=/design/flow/orfs finish
</file>
<file path="./config.mk">
export PLATFORM = sky130hd
export DESIGN_NAME = Top
export DESIGN_NICKNAME = Top
export VERILOG_FILES = /design/flow/design.v
export SDC_FILE = /design/flow/constraint.sdc
export NUM_CORES = 4
export LEC_CHECK = 1
export CORE_UTILIZATION = 40
</file>
<file path="./constraint.sdc">
current_design Top

set clk_period 5.2
set clk_io_pct 0.2

create_clock -name clk0 -period $clk_period [get_ports {clock}]

set non_clock_inputs [all_inputs -no_clocks]
set_input_delay [expr $clk_period * $clk_io_pct] -clock clk0 $non_clock_inputs
set_output_delay [expr $clk_period * $clk_io_pct] -clock clk0 [all_outputs]
</file>
==> impl_metrics.yaml <==
# generated from flow reports
detailed_routing:
  ant_nets: 0
  firstDrtPassIters: 6
  vias_per_cell: 5.17
  drc: 0
  n_antenna_cell: 0
  wl_per_cell_um: 12.3
  vias: 3513
  drtIter0Drc: 187
  wirelength_mm: 8.35
logic_synthesis:
  yosys-stat-area_um2: 4700
  netlist_instances: 514
  synth.most_common_cell: "dfxtp_1"
  async_reset_ff_frac: 0
  ys_seq_elements: 90
  yosysWarnings: 8
  area_leaders: "dfxtp_1 35%, xnor2_1 7.3%, xor2_1 4.7%"
  synth_area_um2: 4700
  ys_cells: 514
  avgSynthCellArea_um2: 9.14
  yosys.cell_types.count: 76
  synth.largest_area_cell: "dfxtp_1"
  common_cells: "82 x dfxtp_1, 50 x nor2_1, 40 x nand2_1"
  netlist.area_leader.share: 0.350
  synth-main-ff-cell: "dfxtp_1"
  edf_count: 2
clock_network:
  clk_pin_slew_ns: 0.07
  cts_buffers: 5
  cts_setup_buffers: 0
  post_cts_resized: 0
  root_buffer: "clkbuf_16"
  clk_latency_ns: 0.29
  cts_tree: "yes"
  cts_hold_buffers: 0
  htree_levels: 2
  clk_path_buf_depth: 2
placed_design:
  placed_cell_area_um2: 5080
  portBuffers: 27
  hpwl_mm: 6.31
  gp_congestion: 0.836
sta:
  hold_ws_ns: 0.458
  fin_crit_ns: 2.06
  relSlewSlack: 0.468
  grt_setup_unrepaired: "false"
  finalHoldViolations: 0
  clock_skew_ns: 0.00577
  setup_viol: 0
  fin_tns_setup_ns: 0
  fmax_mhz: 486
  worst-slew-pin-transition_ns: 0.796
  final-max-slew-violation-count: 0
  untimed_endpoints: 50
  fin_crit_sh: 0.396
  unclocked_pins: 36
min_path:
  hold_depth: 1
  worstHoldStart: "fq2.counter[8]$_SDFF_PN0_"
  hold_class: "register to register"
  min_to: "fq2.counter[8]$_SDFF_PN0_"
job:
  openroad.warnings: 28
  drv_cap: 0
setup_path:
  worst_path_largest_cell_delay_ns: 0.39
  crit_path_end_kind: "register"
  crit_family: "simple AND/OR/NAND/NOR gates"
  crit_fanout: 5
  regToRegSetupSlack_ns: 3.14
  r2r_start: "fq2.counter[2]$_SDFF_PN0_"
  path_buffers: 0
  crit_top_cell: "and4_1"
  path_cells: "and4_1 > nand3_1 > nor2_1 > and3_1 > and4_1 > and4_1 > nand3_1 > xor2_1 > nor2_1"
  crit_slowest_cell: "dfxtp_1"
  r2r_end: "fq2.counter[25]$_SDFF_PN0_"
  startpoint_type: "register"
  path_class: "register to register"
  r2r_cells: 9
  crit_arrival_ns: 2.24
  worstPathRequired_ns: 5.38
grt:
  grt_pass1_vias: 3181
  antenna_found_initial: 0
  gr-usage-all-layers: 0.151
  grt_pass1_wl_mm: 14.6
  overflow: 0
  grt_max_degree: 34
power_and_ir_drop:
  swShare: 0.205
  pwr-share-clk: 0.429
  power.switching_w: 0.000165
  leakage_nw: 1.94
  ir_drop_mv: 0.119
  seq_power_share: 0.515
  power.density_nw_per_um2: 154
  p_int_w: 0.000642
  p_comb_frac: 0.056
  p_total_w: 0.000808
outcome:
  status: "complete, no violations"
floorplanning:
  die_h_um: 110
  core_um2: 11400
  die_x_um: 110
  initCoreUtil: 0.411
  pin_count: 33
  dieArea_um2: 12200
  core.rowCount: 39
finish:
  areaGrowthSynthToFinish_pct: 11.7
  fillCellCount: 1065
  final_area_um2: 5250
  final_layout_size_suffix_gt1_frac: 0.0745
final cells by class:
cell class | instances | area [um2] | area share
clock buffers | 7 | 153 | 0.0291
clock inverters | 1 | 8.76 | 0.00167
inverters | 17 | 63.8 | 0.0122
multi-input cells | 392 | 2760 | 0.526
flip-flops and latches | 90 | 1790 | 0.342
well taps | 143 | 179 | 0.0341
repair buffers | 30 | 293 | 0.0558
per-stage QoR:
stage,instances,utilization,worst slack [ns]
after floorplan,517,-,3.31
after global placement,672,0.445,3.20
after detailed placement,672,0.445,3.16
after CTS,680,0.459,3.14
after global routing,680,0.459,2.91
final,680,0.459,3.14
kinds of logic after synthesis:
group	share of synthesized area
xor+xnor	0.136
compound gates	0.102
mux	0.0181
latches	0.0192
fa+ha+maj	0.0442
other cells	0.00160
simple gates	0.282
buf+inv	0.0349
flops	0.362
power groups by stage:
stage                 Combinational (W)  Clock (W)  Sequential, W
after global routing          0.0000497   0.000375       0.000416
final                         0.0000454   0.000346       0.000416
after CTS                     0.0000456   0.000356       0.000416
worst max path at each step:
stage,from,end,depth (start not counted)
after CTS,fq2.counter[2]$_SDFF_PN0_,fq2.counter[25]$_SDFF_PN0_,9
after global routing,fq2.counter[2]$_SDFF_PN0_,fq2.counter[25]$_SDFF_PN0_,9
final,fq2.counter[2]$_SDFF_PN0_,fq2.counter[25]$_SDFF_PN0_,9
worst reg2reg max path, cell delays in order (launching register included):
cell	delay [ns]
dfxtp_1	0.39
and4_1	0.26
nand3_1	0.09
nor2_1	0.15
and3_1	0.25
and4_1	0.26
and4_1	0.26
nand3_1	0.11
xor2_1	0.14
nor2_1	0.05
state kept, by name, summed over array words and instances (netlist names):
signal,count
fq1.clk_out,1
game1.player2_position,3
game1.player1_position,3
BCD7.SEG_DATA,5
game1.last_player2,6
BCD7.present,1
fq2.counter,26
fq1.counter,26
game1.player2_health,2
game1.last_player1,6
game1.playerLED2,3
BCD7.SEG_SEL,2
game1.player1_health,2
game1.playerLED1,3
fq2.clk_out,1
cells in the final DEF (no fill, tap or decap), types with 8 or more instances in the layout:
master / netlist / routed
clkdlybuf4s50_1: 0 / 27
ha_1: 15 / 15
nand2_1: 40 / 40
nand3b_1: 8 / 8
nor2_1: 50 / 50
a21oi_1: 10 / 10
inv_1: 16 / 16
nor3_1: 10 / 10
nand3_1: 31 / 31
xnor2_1: 39 / 39
nand4_1: 11 / 11
dfxtp_1: 82 / 82
nand2b_1: 9 / 9
and3_1: 15 / 15
xor2_1: 25 / 25
o21ai_0: 8 / 8
nor2b_1: 15 / 15
nor4_1: 9 / 8
per-layer routing:
metal	part of all wire	GRT usage	up-vias
li1	-	-	1846
met1	0.53	0.247	1623
met2	0.43	0.229	39
met3	0.032	0.0186	5
met4	0.0050	0.00846	0
met5	0	0	-
Power and IR drop assume default switching activity.
